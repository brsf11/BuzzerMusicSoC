===== design/flow/design.v =====
module APB_Keyboard(input wire clk,rst_n,
                    input wire[3:0] col_in,
                    output wire[3:0] row,
                    output wire[31:0] PRDATA,
                    output wire KeyboardINT);
    wire[15:0] keyn;
    wire[15:0] key;
    wire[3:0] col_out;
    wire[1:0] hi;
    wire row_rdy;
    reg[15:0] KeyINT;
    KeyToCol KeyToCol(
        .clk      (clk),
        .rst_n    (rst_n),
        .col_in   (col_in),
        .row      (row),
        .col_out  (col_out),
        .hi       (hi),
        .row_rdy  (row_rdy),
        .row_old  (keyn)
    );
    always @(posedge clk or negedge rst_n) begin
        if(!rst_n)begin
            KeyINT <= 16'b0;
        end
        else if(KeyboardINT)begin
            case(hi)
                2'b00: KeyINT  [3:0] <= col_out;
                2'b01: KeyINT  [7:4] <= col_out;
                2'b10: KeyINT [11:8] <= col_out;
                2'b11: KeyINT[15:12] <= col_out;
            endcase
        end
    end
    assign KeyboardINT = row_rdy&(|(~col_out));
    assign PRDATA = {KeyINT,key};
    assign key = ~keyn;
endmodule
module KeyToCol(input wire clk,rst_n,
                input wire[3:0] col_in,
                output reg[3:0] row,col_out,
                output reg[1:0] hi,
                output wire row_rdy,
                output reg[15:0] row_old);
    reg[19:0] cnt;
    reg[3:0] col1,col2;
    reg[1:0] rowcnt;
    reg rowcnt1;
    reg sa_clk;
    wire[1:0] comb_hi;
    wire[3:0] col;
    always @(posedge clk or negedge rst_n) begin
        if(!rst_n)begin
            cnt <= 20'd0;
            rowcnt1 <= 1'b1;
            sa_clk <= 1'b0;
        end
        else begin
            rowcnt1 <= rowcnt[1];
            if(cnt >= 20'd124_999)begin
            cnt <= 20'd0;
            sa_clk <= ~sa_clk;
            end
            else begin
            cnt <= cnt+1'b1;
            end
        end
    end
    always @(posedge sa_clk or negedge rst_n)begin
        if(!rst_n)begin
            col1 <= 4'b1111;
            col2 <= 4'b1111;
            rowcnt <=2'b10;
        end
        else begin
            rowcnt <= rowcnt+1'b1;
            col1 <= col2;
            col2 <= col_in;
        end
    end
    always @(posedge rowcnt[1] or negedge rst_n)begin
        if(!rst_n)begin
            row <= 4'b1110;
            col_out <= 4'b1111;
            hi <= 2'b00;
            row_old <= 16'hffff;
        end
        else begin
            row <= {row[2:0],row[3]};
            hi <= comb_hi;
            case(comb_hi)
                2'b00:begin
                    col_out <= ~((~col)&row_old[3:0]);
                    row_old[3:0] <= col;
                end
                2'b01:begin
                    col_out <= ~((~col)&row_old[7:4]);
                    row_old[7:4] <= col;
                end
                2'b10:begin
                    col_out <= ~((~col)&row_old[11:8]);
                    row_old[11:8] <= col;
                end
                2'b11:begin
                    col_out <= ~((~col)&row_old[15:12]);
                    row_old[15:12] <= col;
                end
            endcase
        end
    end
    assign row_rdy = rowcnt[1]&(~rowcnt1);
    assign comb_hi = {~(row[3]&row[2]),~(row[3]&row[1])};
    assign col = col1|col2;
endmodule

===== design/flow/run.sh =====
#!/bin/bash
# OpenROAD 26Q1-2900-gdf79404cd8, Yosys 0.63+post, stock flow scripts
make -C /OpenROAD-flow-scripts/flow DESIGN_CONFIG=/design/flow/config.mk WORK_HOME=/design/flow/orfs finish

===== design/flow/config.mk =====
export PLATFORM = sky130hd
export DESIGN_NAME = APB_Keyboard
export DESIGN_NICKNAME = APB_Keyboard
export VERILOG_FILES = /design/flow/design.v
export SDC_FILE = /design/flow/constraint.sdc
export NUM_CORES = 4
export LEC_CHECK = 1
export CORE_UTILIZATION = 40

===== design/flow/constraint.sdc =====
current_design APB_Keyboard

set clk_period 4.2
set clk_io_pct 0.2

create_clock -name clk0 -period $clk_period [get_ports {clk}]

set non_clock_inputs [all_inputs -no_clocks]
set_input_delay [expr $clk_period * $clk_io_pct] -clock clk0 $non_clock_inputs
set_output_delay [expr $clk_period * $clk_io_pct] -clock clk0 [all_outputs]

==> job_summary.md <==
## Implementation flow summary

| Metric | Value |
|---|---|
| Postcts setup bufs | 0 |
| Post-synth top area cell | dfrtp_1 |
| Prevailing post-synth register cell | dfrtp_1 |
| Global-route wire length before repair | 8840 µm |
| R2r setup slk | 2.24 ns |
| Critical Path Source Type | register |
| Vias in the first global route | 1,798 |
| Power Density | 217 nW/µm² |
| Yosys cell count | 255 |
| Reg power frac | 56.4% |
| Input/output buffers | 42 |
| Gr ovfl total | 0 |
| Seq share, synth | 62.9% |
| Status | complete, no violations |
| Drt wl/cell | 13.4 µm |
| CTS tree | yes |
| Layout area overhead | 21.2% |
| Period minus WS final | 2.24 ns |
| Cts repair resizes | 0 |
| Flops after synth | 74 |
| GRT Util Overall | 15.2% |
| Power Internal | 0.630 mW |
| Type of the worst setup path | register to output pin |
| Synth async-reset ratio | 100% |
| Area leader share | 34.1% |
| Most frequent cells after synthesis | dfrtp_1 (41), dfstp_2 (33), nor2_1 (26) |
| Via Count | 1,879 |
| Yosys stat area | 3010 µm² |
| Die ar. | 7880 µm² |
| Post-Synthesis Cells | 255 |
| Post-DP Area | 3530 µm² |
| Synth Cell Area | 3010 µm² |
| Worst min-delay path startpoint | KeyINT[10]$_DFFE_PN0P_ |
| Top cells by area | dfrtp_1 (34%), dfstp_2 (29%), mux2_2 (6.0%) |
| Hold worst-path end | KeyINT[10]$_DFFE_PN0P_ |
| CP max FO | 5 |
| Tightest Pin Transition | 0.615 ns |
| VDD IR-drop max | 0.115 mV |
| YS warnings | 2 |
| FF-to-FF Start | KeyToCol.cnt[10]$_DFF_PN0_ |
| Fin crit share | 53.4% |
| Syn_area_per_cell | 11.8 µm² |
| Clk_skew | 0.00732 ns |
| Max-cap violations | 0 |
| Worst hold path type | register to register |
| Final Hold Viols | 0 |
| GPL Wtd Cong | 0.835 |
| FF-to-FF path depth | 4 |
| Clk pwr share | 39.5% |
| Power, Total | 0.792 mW |
| Most common cell in the netlist | dfrtp_1 |
| Top Ports | 43 |
| FF-to-FF End | KeyToCol.sa_clk$_DFFE_PN0P_ |
| Hold Buf Count CTS | 0 |
| Initial antenna violation count | 0 |
| Fp_density | 41.5% |
| Unique cell types | 42 |
| Req. time, crit path | 3.36 ns |
| Setup TNS | 0 ns |
| Post-layout util | 50.3% |
| RSZ-0062 raised after global routing | no |
| Net Sw Power | 0.162 mW |
| H-Tree Depth | 2 |
| Final WS setup | 1.96 ns |
| DRT antenna net count | 0 |
| Routed WL | 5350 µm |
| Switching share of power | 20.5% |
| DR vias/cell | 4.70 |
| Largest net degree at the start of global routing | 48 |
| Worst-path clk slew | 0.07 ns |
| Max Slew Vio Count | 0 |
| Worst hold stages | 1 |
| Row cnt | 31 |
| Leak Pwr | 1.46 nW |
| Die width | 88.8 µm |
| Tool warning count | 25 |
| Register pins left without a clock | 36 |
| Final setup vio count | 0 |
| Late-Pin Clk Latency | 0.28 ns |
| Root buffer cell | clkbuf_8 |
| FMAX | 0.446 GHz |
| DRC violations left | 0 |
| EDFF count, synth | 0 |
| Antenna cells | 0 |
| Crit path capture type | output pin |
| Core area | 7250 µm² |
| Fin area | 3650 µm² |
| Placed wire-length estimate | 3830 µm |
| Deepest clock path buffer count | 2 |
| DRT Pass-1 Iters | 4 |
| Combinational Power Share | 4.1% |
| Critical path arrival | 1.40 ns |
| Endpoints left unconstrained | 57 |
| Share of cells above drive strength 1 | 21.9% |
| Place WS | 2.24 ns |
| Rel. slew slack | 59.0% |
| CTS buffer count | 5 |
| Initial DRC Count | 70 |
| Die Y | 88.8 µm |
-- registers in the layout, indices dropped and copies added (netlist names) --
signal / count
KeyToCol.col1: 4
KeyToCol.col2: 4
KeyINT: 16
KeyToCol.cnt: 20
KeyToCol.rowcnt1: 1
KeyToCol.sa_clk: 1
KeyToCol.hi: 2
KeyToCol.col_out: 4
KeyToCol.row_old: 16
KeyToCol.rowcnt: 2
KeyToCol.row: 4
-- power by group through the flow --
stage	sequential (mW)	combinational, mW	clock, mW
finish	0.446	0.0325	0.313
global route	0.450	0.0382	0.343
CTS	0.447	0.0341	0.328
-- per-stage QoR --
stage	hold WS, ns	std cells
after global placement	0.488	393
after detailed placement	0.492	393
after floorplan	0.454	257
after global routing	0.527	400
final	0.504	400
after CTS	0.509	400
-- cell type report --
cell class,instances,area [µm²]
Fill cell,660,3610
Sequential cell,74,1890
Multi-Input combinational cell,158,1020
Timing Repair Buffer,43,423
Tap cell,99,124
Clock buffer,6,82.6
Inverter,19,71.3
Clock inverter,1,30.0
-- worst max-delay path: stages (launching register included) --
cell             delay [ns]
dfstp_2                0.51
and3b_1                0.20
clkdlybuf4s50_1        0.41
-- cells by family after synthesis --
| family | synth area share [%] |
|---|---|
| compound gates | 8.27 |
| xor+xnor | 4.36 |
| fa+ha+maj | 0.416 |
| buf+inv | 3.37 |
| flops | 62.9 |
| mux | 6.65 |
| other cells | 0.125 |
| simple gates | 13.9 |
-- worst max-delay path by stage --
stage / from / endpoint / slack (ns) / cells past startpoint
after global routing: KeyToCol.rowcnt1$_DFF_PN1_ / KeyboardINT / 1.88 / 2
final: KeyToCol.rowcnt1$_DFF_PN1_ / KeyboardINT / 1.96 / 2
after CTS: KeyToCol.rowcnt1$_DFF_PN1_ / KeyboardINT / 1.93 / 2
-- per-layer routing --
layer,up-vias,track usage [%],part of all wire [%]
met5,-,0,0
met4,0,1.03,0.36
met3,2,2.55,2.6
met2,30,23.4,45
met1,889,25.1,52
li1,958,-,-
-- cell usage in the layout, fill, tap and decap left out, types with 5 or more instances in the layout --
master / instances
dfrtp_1: 41
clkdlybuf4s50_1: 41
dfstp_2: 33
nor2_1: 26
inv_1: 19
nand2_1: 17
o21ai_0: 16
mux2_2: 16
xnor2_1: 10
nand3_1: 9
a21oi_1: 8
clkbuf_8: 6
nor4_1: 5
xor2_1: 5
Power and IR drop assume default switching activity.
