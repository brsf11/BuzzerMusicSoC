`flow/design.v`:
```
module APB_BDMAC(input wire clk,rst_n,
             input wire PWRITE,PSEL,
             input wire Bref,Sref,
             input wire PENABLE,
             input wire[31:0] PWRDATA,PADDR,
             output reg[31:0] PRDDATA,
             output reg[31:0] BRstAddr,SRstAddr,
             output reg[1:0] SPri,
             output reg isCyl,BisPlaying,Bstop,SisPlaying);
    reg[31:0] PADDR_Reg;
    reg WriteEnb;
    always @(posedge clk or negedge rst_n) begin
        if(!rst_n)begin
            PADDR_Reg  <= 32'b0;
            WriteEnb   <=     0;
            BRstAddr   <= 32'b0;
            SRstAddr   <= 32'b0;
            SPri       <=  2'b0;
            isCyl      <=     0;
            BisPlaying <=     0;
            Bstop      <=     0;
            SisPlaying <=     0;
        end
        else begin
            PADDR_Reg  <= PADDR;
            WriteEnb   <= PSEL&PWRITE;
            if(WriteEnb&PENABLE)begin
                case(PADDR_Reg[3:0])
                    4'h0:begin
                        BRstAddr <= PWRDATA;
                    end
                    4'h4:begin
                        {isCyl,BisPlaying,Bstop} <= PWRDATA[2:0];
                    end
                    4'h8:begin
                        SRstAddr <= PWRDATA;
                    end
                    4'hc:begin
                        {SPri,SisPlaying} <= PWRDATA[2:0];
                    end
                endcase
            end
            if(Bref)begin
                BisPlaying <= isCyl;
            end
            if(Sref)begin
                SisPlaying <= 1'b0;
            end
        end
    end
    always @(*) begin
        case(PADDR_Reg[3:0])
            4'h0:begin
                PRDDATA <= BRstAddr;
            end
            4'h4:begin
                PRDDATA <= {29'b0,isCyl,BisPlaying,Bstop};
            end
            4'h8:begin
                PRDDATA <= SRstAddr;
            end
            4'hc:begin
                PRDDATA <= {29'b0,SPri,SisPlaying};
            end
            default:begin
                PRDDATA <= 32'b0;
            end
        endcase
    end
endmodule
```
`flow/run.sh`:
```
#!/bin/bash
# OpenROAD 26Q1-2900-gdf79404cd8, Yosys 0.63+post, stock flow scripts
make -C /OpenROAD-flow-scripts/flow DESIGN_CONFIG=/design/flow/config.mk WORK_HOME=/design/flow/orfs finish
```
`flow/config.mk`:
```
export PLATFORM = sky130hd
export DESIGN_NAME = APB_BDMAC
export DESIGN_NICKNAME = APB_BDMAC
export VERILOG_FILES = /design/flow/design.v
export SDC_FILE = /design/flow/constraint.sdc
export NUM_CORES = 4
export LEC_CHECK = 1
export CORE_UTILIZATION = 30
```
`flow/constraint.sdc`:
```
current_design APB_BDMAC

set clk_period 5.6
set clk_io_pct 0.2

create_clock -name clk0 -period $clk_period [get_ports {clk}]

set non_clock_inputs [all_inputs -no_clocks]
set_input_delay [expr $clk_period * $clk_io_pct] -clock clk0 $non_clock_inputs
set_output_delay [expr $clk_period * $clk_io_pct] -clock clk0 [all_outputs]
```
==> reports/qor.yml <==
cells_and_area:
  nFillCells: 923
  area_delta_synth_final_pct: 53.9
  instances_no_fill: 499
  layout-drive-gt1-share_pct: 9.09
  fin_area_mm2: 0.00506
route:
  post_drt_wl_per_cell_um: 15.5
  n_antenna_cell: 0
  postRouteWirelength_um: 7750
  drtIter0Drc: 54
  drt_drc_violations_left: 0
  antenna_violating_nets_post_route: 0
  drt_first_pass_iters: 4
  vias: 2337
  via_per_inst: 4.68
power:
  power_density_mw_per_mm2: 289
  swShare_pct: 19.8
  p_leak_nw: 2.26
  cellInternalPower_mw: 1.17
  share_clk_of_total_power_pct: 39.1
  p_comb_share_pct: 15.7
  power.sequential.fraction_pct: 45.2
  power.ir.vdd_worst_uv: 132
  total_switching_power_mw: 0.289
critical_path:
  critical_path.slowest_cell: "nor2_2"
  worstPathRequired_ps: 4480
  cpPeakStageDelay_ps: 510
  rrSetupSlack_ps: 3590
  worst_reg2reg_endpoint: "SRstAddr[31]$_DFFE_PN0P_"
  critical_register_to_register_path_startpoint: "PADDR_Reg[1]$_DFF_PN0_"
  critPathTopFamily: "simple AND/OR/NAND/NOR gates"
  startpoint_type: "flop"
  crit_fanout: 17
  worstRegToRegCells: 3
  critPathBufInv: 2
  critical_path_class: "flop to output pin"
  crit_path_cell_trace: "or3_4 > nor2_2 > buf_4 > a22o_1 > clkdlybuf4s50_1"
  crit_path_end_kind: "output pin"
  critical_path_arrival_ps: 2740
clock_tree:
  cts_made_buffers: 9
  clockRootBuffer: "clkbuf_8"
  cts-htree-levels: 3
  clk_pin_slew_worst_paths_ps: 80
  tritoncts_num_sinks: 75
  tritoncts: "built"
  clk_latency_ps: 340
  post-cts-setup-buffers: 0
  cts_hold_repair.buffers: 0
  ctsResizeCount: 0
  cts-root-to-sink-buffers: 2
synthesis:
  synth_top_flop_cell: "dfrtp_1"
  seq_total_area_yosys_pct: 57.1
  enable_flop_cells: 0
  post_synthesis_share_of_cell_area_spent_on_full_adders_half_adders_and_majority_gates_pct: 0
  postSynthRegisterBits: 75
  synth-cells-yosys: 214
  syn-mean-instance-area_um2: 15.4
  synth_async_sr_flop_share_pct: 100
  yosys_warnings: 1
  main_area_contributors_after_synthesis: "dfrtp_1 (57%), mux2_1 (21%), a22o_1 (7.7%), buf_8 (2.7%), mux2_2 (2.4%)"
  yosys-stat-area_mm2: 0.00329
  mappedNetlistArea_mm2: 0.00329
  netlist_instances: 214
  top_cell: "dfrtp_1"
  synth_xor_xnor_area_share_pct: 0
  synth.distinct_cells: 27
  synth_compound_gate_area_share_pct: 8.83
  yosys_top_cell_by_area: "dfrtp_1"
  top_cell_area_share_pct: 57.1
  top_logic_cell_family_in_the_synthesized_netlist: "multiplexers"
  synthSimpleGateAreaFrac_pct: 4.57
  mux_share_pct: 25.0
  synth.top_cells.by_count: "dfrtp_1 (75), mux2_1 (60), a22o_1 (29), mux2_2 (7), buf_8 (6)"
job:
  warning_count: 53
  drv_cap: 0
final_timing:
  fin_crit_sh_pct: 68.9
  relSlewSlack_pct: 57.4
  finalHoldViolations: 0
  worst_clk_skew_ps: 7.96
  fin_tns_setup_ps: 0
  max_freq_mhz: 259
  tightestPinTransition_ps: 638
  drv_slew: 0
  whs_ps: 516
  timing.final.setup_violations: 0
  grt_setup_unrepaired: "no"
  final.min_clock_period_ps: 3860
worst_hold_path:
  worst_hold_path_type: "flop to flop"
  worstHoldStart: "SRstAddr[20]$_DFFE_PN0P_"
  hold_path_end: "SRstAddr[20]$_DFFE_PN0P_"
  hold_path_depth: 1
run_status:
  run_status: "finished, final reports clean"
place:
  place.detailed.hpwl_um: 5420
  post-place-cells: 484
  postPlaceCellArea_mm2: 0.00478
  port_buffers: 144
  place.gp.congestion: 0.821
floorplanning:
  ioPinCount: 173
  chip_area_mm2: 0.0114
  dieHeight_um: 107
  core_area_mm2: 0.0105
  core.rowCount: 37
  fp_util_pct: 31.4
  die_x_um: 107
global_route:
  antenna_violations_before_repair: 0
  grt_pass1_wl_um: 12300
  grt_pass1_vias: 2321
  grt_start_max_net_pins: 41
  global_route.usage.total_pct: 14.2
  grt-ovfl-total: 0
## layout make-up
class | instances | area [µm²] | share of cell area [%]
clock buffers | 10 | 128 | 2.52
flip-flops and latches | 75 | 1880 | 37.1
well taps | 136 | 170 | 3.37
clock inverters | 5 | 150 | 2.97
inverters | 2 | 7.51 | 0.148
repair buffers | 147 | 1460 | 28.9
multi-input cells | 124 | 1260 | 25.0
## power by group through the flow
stage | combinational, mW | sequential, mW | clock (mW)
6_report | 0.229 | 0.661 | 0.572
5_1_grt | 0.253 | 0.672 | 0.611
4_1_cts | 0.234 | 0.662 | 0.589
## how the worst max path moves through the flow
| stage | cells after the start | slack, ps | endpoint | from |
|---|---|---|---|---|
| 4_1_cts | 5 | 1690 | PRDDATA[15] | PADDR_Reg[1]$_DFF_PN0_ |
| 5_1_grt | 5 | 1570 | PRDDATA[31] | PADDR_Reg[2]$_DFF_PN0_ |
| 6_report | 5 | 1740 | PRDDATA[15] | PADDR_Reg[1]$_DFF_PN0_ |
## per-layer routing
metal  global-route usage, %  share of wire [%]  vias up  wire length [µm]
met5                       0                  0        -                 0
met4                    1.86                1.3        0               103
met3                    2.91                6.7        9               516
met2                    21.0                 45       92              3490
met1                    23.1                 47     1148              3630
li1                        -                  -     1088                 -
## cell usage in the layout (no fill, tap or decap), types with 2 or more instances in the layout
| cell | netlist | routed |
|---|---|---|
| o21ai_0 | 4 | 4 |
| inv_1 | 2 | 2 |
| dfrtp_1 | 75 | 75 |
| nor3b_1 | 4 | 4 |
| mux4_2 | 3 | 3 |
| nor2_8 | 2 | 2 |
| mux2_2 | 7 | 7 |
| clkdlybuf4s50_1 | 0 | 143 |
| a21oi_1 | 2 | 2 |
| bufinv_16 | 0 | 5 |
| nor2_2 | 2 | 2 |
| buf_4 | 3 | 4 |
| mux2_1 | 60 | 60 |
| a22o_1 | 29 | 29 |
| clkbuf_8 | 0 | 9 |
## state kept, by name (all words and copies together) (netlist names)
register / count
SRstAddr: 32
BisPlaying: 1
PADDR_Reg: 4
SisPlaying: 1
isCyl: 1
BRstAddr: 32
WriteEnb: 1
SPri: 2
Bstop: 1
## worst reg2reg max path, cell delays in order (launching register included)
cell	delay (ps)
dfrtp_1	440
or3_4	490
nor2_8	530
mux2_2	430
## logic make-up after synthesis
group	count (synthesis)
and+or+nand+nor	18
buffers and inverters	15
AOI/OAI and AO/OA	36
muxes	70
DFF	75
## through the flow
step	worst slack (ps)	total power, mW	utilization [%]
3_5_place_dp	2070	0.905	45.7
2_1_floorplan	3100	0.705	-
6_report	1740	1.46	48.3
4_1_cts	1690	1.49	48.3
3_3_place_gp	2080	0.901	45.7
5_1_grt	1570	1.54	48.3
Power is estimated from default activity; no workload was simulated.
